==> ./design.v <==
module alumux(ALUSrc, rs2_data, ID_EX_imm, b);
input ALUSrc;
input [31:0] rs2_data, ID_EX_imm;
output [31:0] b;
assign b = ALUSrc ? ID_EX_imm : rs2_data;
endmodule
==> ./run.sh <==
#!/bin/bash
# OpenROAD 26Q1-2900-gdf79404cd8, Yosys 0.63+post, stock flow scripts
make -C /OpenROAD-flow-scripts/flow DESIGN_CONFIG=/design/flow/config.mk WORK_HOME=/design/flow/orfs finish
==> ./config.mk <==
export PLATFORM = sky130hd
export DESIGN_NAME = alumux
export DESIGN_NICKNAME = alumux
export VERILOG_FILES = /design/flow/design.v
export SDC_FILE = /design/flow/constraint.sdc
export NUM_CORES = 4
export LEC_CHECK = 1
export CORE_AREA = 10 10 70 70
export DIE_AREA = 0 0 80 80
==> ./constraint.sdc <==
current_design alumux

set clk_period 1.0
set clk_io_pct 0.2

create_clock -name clk0 -period $clk_period

set non_clock_inputs [all_inputs -no_clocks]
set_input_delay [expr $clk_period * $clk_io_pct] -clock clk0 $non_clock_inputs
set_output_delay [expr $clk_period * $clk_io_pct] -clock clk0 [all_outputs]
==> impl_metrics.csv <==
group,metric,value,unit
outcome,status,"finished with violations",
outcome,failed_checks,"setup timing",
yosys,synth.distinct_cells,4,
grt,grt_overflow,0,
layout,final_cell_area,1613,um^2
pwr,power_density,392.7,nW/um^2
yosys,postSynthSeqShare,0,%
timing,worstMarginPinSlew,80.13,ps
layout,fin_cells,183,
route,drt_pre_antenna_iters,3,
worst_setup_path,crit_required,800,ps
floorplan,design.portCount,97,
floorplan,core_area,3416,um^2
layout,nClkBuffers,0,
route,wire_per_inst,15.04,um
clock_network,cts-hold-fix-buffers,0,
route,viasPerCell,3.814,
yosys,syn_area_per_cell,15.12,um^2
flow_run,cap_violations,0,
timing,drv_slew,0,
timing,rsz0062_at_grt,"true",
floorplan,dieWidth,80,um
layout,fillers,324,
yosys,ys_top_cells_by_count,"mux2_4, buf_12, mux2_2",
hold_path,holdPathEnd,"b[20]",
layout,flop-count,0,
floorplan,chip_area,6400,um^2
worst_setup_path,path_class,"in -> out",
yosys,ys_area,544.3,um^2
hold_path,hold_start,"rs2_data[20]",
timing,finalHoldViolations,0,
hold_path,hold_class,"in -> out",
timing,post-route-period-util,118.1,%
grt,grt_usage,7.966,%
route,vias,698,
pwr,fin_total_pwr,0.6333,mW
worst_setup_path,cp.arrival,980,ps
timing,fin_ws,-180.5,ps
layout,area_growth,196.3,%
yosys,syn-cell-area,544.3,um^2
placement,place_inst,177,
timing,relSlewSlack,94.66,%
pwr,power_switching_share,21.21,%
grt,grt_max_degree,10,
grt,grt_pass1_wl,4.195,mm
yosys,ys_cells,36,
hold_path,whs_path_depth,3,
yosys,area_leaders,"mux2_4, buf_12, mux2_2",
floorplan,fp_util,15.93,%
worst_setup_path,crit_path_max_fanout,5,
route,ant_nets,0,
yosys,yosys.area.top_type_share,82.76,%
yosys,yosys_warnings,0,
pwr,comb_power_share,100.0,%
yosys,yosys.area.top_type,"mux2_4",
pwr,internal_power,0.4990,mW
timing,layout_min_cycle_time,1181,ps
floorplan,die_h,80,um
timing,setup_tns,-3308,ps
timing,fmax,847.1,MHz
yosys,synth.most_common_cell,"mux2_4",
pwr,power_leakage,0.8994,nW
pwr,switchingPower,0.1343,mW
layout,drive_gt1_share,53.28,%
route,routed_wl,2.753,mm
floorplan,rows,21,
placement,place.gp.congestion,0.7884,
route,drtIter0Drc,3,
timing,finalSetupViolCount,32,
layout,register_area,0,um^2
pwr,irDropWorstVdd,0.1751,mV
route,drc,0,
placement,port-buffer-count,97,
grt,grt_pass1_vias,756,
worst_setup_path,start_kind,"input pin",
yosys,synthesis.instances,36,
route,antenna_cells,0,
worst_setup_path,end_kind,"output port",
pwr,pwr-share-clk,0,%
flow_run,tool_warnings,34,
pwr,pwr-share-seq,0,%
grt,antenna_found_initial,0,
placement,placed_area,1536,um^2
-- layout by cell type (no fill, tap or decap) --
cell type	instances
buf_16	2
buf_12	7
clkdlybuf4s50_1	13
buf_6	18
buf_2	14
dlygate4sd2_1	43
mux2_4	32
dlymetal6s2s_1	8
-- stage by stage --
stage | hold slack, ps | worst slack [ps] | utilization (%)
floorplan | 497.7 | 66.90 | -
global placement | 1339 | -494.0 | 44.98
detailed placement | 1339 | -497.8 | 44.98
CTS | 799.0 | -188.8 | 45.16
global route | 711.9 | -204.4 | 47.22
finish | 696.2 | -180.5 | 47.22
-- critical path, cell delays in order --
cell and delay (ps):
buf_12 120, buf_12 130, buf_12 120, mux2_4 290, buf_6 110
-- routing by layer --
metal	wire length, um	GRT usage, %	vias up
li1	-	-	340
met2	1343	13.80	51
met1	1073	9.163	307
met4	0	0	0
met3	336	3.864	0
met5	0	0	-
-- how the worst max path moves through the flow --
stage                   from   end  slack (ps)  depth (start not counted)
after CTS             ALUSrc  b[8]        -190                          5
after global routing  ALUSrc  b[8]        -200                          5
final                 ALUSrc  b[7]        -180                          5
-- cell type report --
cell class                      count  area (um^2)  share of cell area, %
Timing Repair Buffer              105         1075                  66.64
Multi-Input combinational cell     32        480.5                  29.79
Tap cell                           46        57.56                  3.569
-- cell families (layout without fill, tap and decap cells) --
group                  count (synthesis)  after routing  share of synthesized area (%)
multiplexers                          32             32                          86.90
buffers and inverters                  4            105                          13.10
-- what timing repair did --
item / 4_1_cts / 5_1_grt
gates resized: 158 / 16
endpoints found under the setup margin: 32 / 32
setup buffers: 4 / 0
cloned: 2 / 0
pin swaps: 0 / 0
endpoints found under the hold margin: 0 / 0
-- power by group through the flow --
stage	sequential, mW	clock [mW]	combinational, mW
after CTS	0	0	0.619
after global routing	0	0	0.676
final	0	0	0.633
No activity file was given, so power comes from the tool's default toggle rates.
