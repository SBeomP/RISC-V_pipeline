==> design/flow/design.v <==
module mux_result (
  input  	   [31:0] MEM_WB_ALU_result, MEM_WB_ReadData, MEM_WB_pcPlus4,
  input        [1:0]  MEM_WB_ResultSrc,
  output reg   [31:0] rd_data
  );
always @(*) begin
  case(MEM_WB_ResultSrc)
  2'b00:  rd_data = MEM_WB_ALU_result;
  2'b01:  rd_data = MEM_WB_ReadData;
  2'b10:  rd_data = MEM_WB_pcPlus4;
  default: rd_data = MEM_WB_ReadData;
endcase
end
endmodule
==> design/flow/run.sh <==
#!/bin/bash
# OpenROAD 26Q1-2900-gdf79404cd8, Yosys 0.63+post, stock flow scripts
make -C /OpenROAD-flow-scripts/flow DESIGN_CONFIG=/design/flow/config.mk WORK_HOME=/design/flow/orfs finish
==> design/flow/config.mk <==
export PLATFORM = sky130hd
export DESIGN_NAME = mux_result
export DESIGN_NICKNAME = mux_result
export VERILOG_FILES = /design/flow/design.v
export SDC_FILE = /design/flow/constraint.sdc
export NUM_CORES = 4
export LEC_CHECK = 1
export CORE_AREA = 10 10 71 71
export DIE_AREA = 0 0 81 81
==> design/flow/constraint.sdc <==
current_design mux_result

set clk_period 3.2
set clk_io_pct 0.2

create_clock -name clk0 -period $clk_period

set non_clock_inputs [all_inputs -no_clocks]
set_input_delay [expr $clk_period * $clk_io_pct] -clock clk0 $non_clock_inputs
set_output_delay [expr $clk_period * $clk_io_pct] -clock clk0 [all_outputs]
==> results_dict.tcl <==
# collected from the flow reports
set metrics [dict create \
    whs_ns 2.08 \
    detailedRoute.firstPassIterationCount 4 \
    detailedPlacementHpwl_microns 3710 \
    postRouteWirelength_microns 4130 \
    syn_avg_cell_area_sq_um 6.68 \
    min_period_ns 2.58 \
    avgRoutedWirePerCell_microns 15.0 \
    stage_log_warnings 32 \
    drt.antenna.violating_nets 0 \
    std_cell_rows 22 \
    crit_fanout 20 \
    timing.max_slew.rel_slack_pct 71.2 \
    post-place-cells 276 \
    timing.fmax_mhz 387 \
    chipHeight_microns 81 \
    finalNonFillerCells 276 \
    area_growth_pct 180 \
    setup_viol_count_final 0 \
    topCellsByArea "mux2i_1, o21ai_1, nand2_1, buf_12, buf_2" \
    cts.hold.buffers_added 0 \
    ff_latch_area_sq_um 0 \
    globalRouteOverflowTotal 0 \
    synth_top_cell_by_area "mux2i_1" \
    design.die.area_sq_um 6560 \
    arrival_worst_endpoint_ns 1.94 \
    yosys.stat.seqShare_pct 0 \
    initial_core_util_pct 19.7 \
    yosysUniqueCellTypes 8 \
    boundaryPins 130 \
    timing.critical_path.required_ns 2.56 \
    powerDensity_nw_per_um2 129 \
    critPathLaunchType "input pin" \
    grt_pass1_vias 1179 \
    setup_repair_after_global_routing_missed_its_margin "no" \
    critical_path_class "input pin to output pin" \
    post_synth_inst_count 107 \
    numSequentialCells 0 \
    postcts_setup_bufs 0 \
    port-buffer-count 130 \
    worst_ir_drop_vdd_v 0.0000716 \
    hold_class "input pin to output pin" \
    final.fill_count 332 \
    synthDominantCellAreaShare_pct 44.8 \
    status "finished, final reports clean" \
    detailedRoute.firstIterationViolations 12 \
    width_of_the_chip_microns 81 \
    antenna_found_initial 0 \
    slew_violations 0 \
    synthesis.yosys.warnings 1 \
    final_total_power_w 0.000259 \
    post_synth_instance_area_sq_um 714 \
    timing.final.hold_violations 0 \
    combGateArea_sq_um 608 \
    viasPerCell 4.25 \
    detail_route.drc_violations 0 \
    power.leakage_nw 0.831 \
    global_route_wire_length_before_repair_microns 6000 \
    post_cts.resized_instances 0 \
    layout.clock_buffers 0 \
    ys_area_sq_um 714 \
    drive_gt1_share_pct 2.63 \
    via_count 1172 \
    timing.max_cap.violations 0 \
    num_antenna_cells 0 \
    grt_start_max_net_pins 41 \
    max_slew.worst_pin.slew_ns 0.432 \
    setup_tns_ns 0 \
    final_weighted_congestion_in_routability_driven_placement 0.811 \
    grtUsageTotal_pct 11.3 \
    synth-cells-yosys 107 \
    fp.coreArea_sq_um 3630 \
    critical_path_capture_point_type "output pin" \
    finalCritPeriodShare_pct 80.8 \
]
-- area by class of cell --
| class | count | area share (%) |
|---|---|---|
| Timing Repair Buffer | 132 | 66.6 |
| Multi-Input combinational cell | 96 | 30.4 |
| Tap cell | 48 | 3.00 |
-- per-stage QoR --
| stage | instance area, sq um | setup slack, ns | utilization (%) |
|---|---|---|---|
| detailed placement | 2000 | 0.588 | 55.0 |
| floorplan | 714 | 1.42 | - |
| global placement | 2000 | 0.618 | 55.0 |
| CTS | 2000 | 0.593 | 55.0 |
| global route | 2000 | 0.490 | 55.0 |
| finish | 2000 | 0.616 | 55.0 |
-- cell families (layout without fill, tap and decap cells) --
logic type	count (synthesis)	in the layout	share of synthesized area, %
mux	32	32	44.8
buf+inv	11	132	14.9
compound gates	32	32	23.5
simple gates	32	32	16.8
-- worst max-delay path, cell delays in order --
cell and delay [ns]:
buf_2 0.34, buf_12 0.24, mux2i_1 0.09, o21ai_1 0.12, clkdlybuf4s50_1 0.50
-- synthesized netlist by cell type --
| library cell | count |
|---|---|
| o21ai_1 | 28 |
| buf_2 | 7 |
| mux2i_1 | 32 |
| nand2_1 | 32 |
| o21ai_0 | 2 |
| buf_12 | 3 |
| o21ai_2 | 2 |
| buf_6 | 1 |
-- worst paths after layout --
kind / start / endpoint / slack, ns / cells after the start
setup / recovery: MEM_WB_ResultSrc[1] / rd_data[27] / 0.62 / 5
hold / removal: MEM_WB_ResultSrc[0] / rd_data[2] / 2.08 / 4
-- placed cells by master (no fill, tap or decap), drive strengths merged --
| master | netlist | routed |
|---|---|---|
| nand2 | 32 | 32 |
| buf | 11 | 4 |
| o21ai | 32 | 32 |
| clkdlybuf4s50 | 0 | 128 |
| mux2i | 32 | 32 |
-- routing by layer --
metal  vias up  GRT usage [%]  wire length, microns
met5         -              0                     0
met4         0          0.519                    25
met3         2           5.35                   513
met2        61           21.3                  2170
met1       491           11.7                  1420
li1        618              -                     -
-- power by group --
group / switching, W / leakage, nW / internal [W]
Sequential: 0 / 0 / 0
Clock: 0 / 0 / 0
Combinational: 0.0000645 / 0.831 / 0.000194
Total: 0.0000645 / 0.831 / 0.000194
Power and IR drop assume default switching activity.
