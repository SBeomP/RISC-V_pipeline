<file path="design/flow/run.sh">
#!/bin/bash
# OpenROAD 26Q1-2900-gdf79404cd8, Yosys 0.63+post, stock flow scripts
make -C /OpenROAD-flow-scripts/flow DESIGN_CONFIG=/design/flow/config.mk WORK_HOME=/design/flow/orfs finish
</file>
<file path="design/flow/config.mk">
export PLATFORM = sky130hd
export DESIGN_NAME = PCTargetE
export DESIGN_NICKNAME = PCTargetE
export VERILOG_FILES = /design/flow/design.v
export SDC_FILE = /design/flow/constraint.sdc
export NUM_CORES = 4
export LEC_CHECK = 1
export CORE_AREA = 10 10 107 107
export DIE_AREA = 0 0 117 117
</file>
<file path="design/flow/constraint.sdc">
current_design PCTargetE

set clk_period 14.5
set clk_io_pct 0.2

create_clock -name clk0 -period $clk_period

set non_clock_inputs [all_inputs -no_clocks]
set_input_delay [expr $clk_period * $clk_io_pct] -clock clk0 $non_clock_inputs
set_output_delay [expr $clk_period * $clk_io_pct] -clock clk0 [all_outputs]
</file>
<file path="design/flow/design.v">
module	PCTargetE(
	input	[31:0] ID_EX_pc, ID_EX_imm,
	output	reg [31:0] PCTargetE
	);
always@ (*)
	PCTargetE = ID_EX_pc + ID_EX_imm;
endmodule
</file>
==> results.txt <==
Here are the numbers from the latest Yosys + OpenROAD run.

The timing report shows the most common cell along the critical path to be clkdlybuf4s50_1. Once layout is done, the placed cells without fillers occupy 2800 sq um. The chip area line of the yosys report came out at 1744 sq um.

After layout, the worst path uses 60.71% of the clock period. The timing report notes that buffer and inverter cells on the critical path total 2. The remaining max-slew budget at the tightest pin came out at 64.26%.

The timing report attributes the biggest portion of critical-path delay to AND-OR/OR-AND gates. Looking at hold timing, the worst path starts from ID_EX_imm[0]. The filler cell count is 967. Sequential cells were found to cover 0% of the synthesized design area. The slowest stage of the critical path is the clkdlybuf4s50_1 cell. The number of maximum-capacitance constraint violations is 0. The final weighted congestion in routability-driven placement is 0.8213. The cell count in the Yosys report came out at 241. The number of antenna violations at the first check in global routing is 0. The remaining number of nets flagged by the antenna check after routing came out at 0. The synthesized-area fraction occupied by ao, oa, aoi and oai cells is 39.31%. The mux contribution to synthesized area came out at 1.148%. The total inserted antenna cells is 0. The count of pins on the block boundary is 96.

In this run, the synthesized area fraction spent on xor and xnor cells is recorded as 14.06%. The area fraction in full adders, half adders and majority gates came out at 23.39%. The timing report gives the biggest stage delay along the critical path as 0.50 ns. Measured along the y axis, the die boundary spans 117 um. In the floorplan report the effective utilization is 18.97%.

The post-synthesis cell area is 1744 sq um. The number of design rule violations left after detail routing is 0. The maximum number of pins on one net before global-route repair is 11.

The launch point of the worst path is ID_EX_pc[0]. The smallest hold slack came out at 6.832 ns. The number of warning messages in the logs is 32. The number of cells on the critical path is 11. For reference, the top cells by area after synthesis are ha_1 (22%), a21oi_1 (8.3%), a21o_1 (8.2%), xor2_1 (7.5%), xnor2_1 (6.5%). The number of warnings issued by yosys is 1. The area fraction of the dominant cell type after synthesis is 22.24%. The post-synthesis average cell area is 7.237 sq um. The reported leakage power is 1.176 nW. The post-cts hold buffer count is 0.

The peak supply drop came out at 20.35 uV. The pin closest to its max-slew limit shows a slew of 0.5226 ns. Hold analysis shows the worst path with a depth of 3. The critical-path maximum fanout came out at 4. The fraction of the core area covered by cells at the end of the flow came out at 30.45%. The row count came out at 35.

The count of buffers inserted at the top-level ports came out at 96. The clock period minus worst slack came out at 8.803 ns. STA reports the tightest min-delay check as being of type input pin to output pin.

The total wire length after detailed routing came out at 6311 um. The type of destination of the critical path is an output pin. The ratio of total power to cell area is 48.30 nW/um^2. There are 0 flip-flops and latches. The via total after detailed routing is 2093. The run finished with clean final reports.

The number of resized instances in the post-cts repair step is 0. The power consumption came out at 0.0001352 W. The pre-antenna-repair detailed-routing pass consisted of 4 iterations.

The worst setup path is launched from an input pin. In this build the clock could be raised as far as 113.6 MHz. The share of synthesized cell area in and, or, nand and nor gates came out at 18.29%.

The number of DRC violations after detailed-routing iteration 0 came out at 81. The kind of critical path is input pin to output pin. Setup repair after global routing left no endpoint under its margin. The die outline width is 117 um. According to the timing report, the data required time at the worst endpoint equals 11.60 ns. The final-layout clock buffer total came out at 0. The synthesis-to-finish area growth is 60.55%. Setup total negative slack on the finished layout was measured at 0 ns. According to the dpl log, the detail-placed design has an HPWL of 5557 um. The placed instances occupy a cell area of 2800 sq um. The buffer count from post-CTS setup fixing came out at 0. The number of max-slew violations in the final report is 0. The core region area came out at 9196 sq um.

In the final report, the number of hold violations comes to 0. ha_1 takes more of the synthesized area than any other cell. In this run the critical path is formed by clkdlybuf4s50_1, ha_1, fa_1, a21o_1, a31o_2, nand3_1, o221ai_1, a311oi_1, o21bai_1, xor2_1, clkdlybuf4s50_1. Grouping non-sequential cells by family puts the most area in AND-OR/OR-AND gates. The detailed-route vias per instance came out at 4.789.

Summed over all layers, the global routing overflow is 0. The register area came out at 0 sq um. The layout cell share with drive strength beyond 1 is 3.067%. Global routing used 8.727% of the available tracks.

The first global-routing pass estimated 9929 um of wire. The total setup violations reported at the end of the flow came out at 0. The number of global-route vias before repair came to 2097. The gate count of the mapped netlist came out at 241.

After synthesis, the netlist uses 50 different library cells. The post-detailed-route wirelength per cell is 14.44 um. The die covers 13690 sq um. The data arrival time at the worst-slack endpoint came out at 5.90 ns.
[path summary, 6_finish.rpt]
| path | end |
|---|---|
| setup / recovery | PCTargetE[26] |
| hold / removal | PCTargetE[0] |
[metrics by stage]
| step | cells | setup WS [ns] |
|---|---|---|
| after CTS | 437 | 5.670 |
| after global routing | 437 | 5.502 |
| final | 437 | 5.697 |
| after global placement | 437 | 5.720 |
| after floorplan | 241 | 6.875 |
| after detailed placement | 437 | 5.675 |
[logic make-up after synthesis]
kind of cell    count (synthesis)
buf+inv                        17
compound gates                 97
xor+xnor                       28
fa+ha+maj                      32
mux                             2
simple gates                   65
[tightest hold or removal path: cells and delay by family]
family / cells / cell delay (ns)
buffers and inverters: 2 / 0.92
adders and majority gates: 1 / 0.12
[final cells by class]
class	count	area [sq um]	share of cell area [%]
repair buffers	96	960.9	34.32
inverters	6	22.52	0.8043
well taps	111	138.9	4.960
multi-input cells	224	1678	59.92
[power breakdown]
part / switching, W / internal (W)
Clock: 0 / 0
Combinational: 0.0000548 / 0.0000805
Sequential: 0 / 0
[Yosys cell counts (2+ instances only)]
master,instances
a211oi_1,3
a21o_1,19
a21oi_1,29
a311oi_1,2
a31oi_1,3
buf_2,2
clkbuf_1,8
ha_1,31
inv_1,6
mux2i_1,2
nand2_1,18
nand2b_1,2
nand3_1,10
nand4_1,8
nor2_1,12
nor3_1,4
o211ai_1,3
o21a_1,2
o21ai_0,13
o21bai_1,4
o221ai_1,2
o311ai_1,2
or2_2,3
xnor2_1,13
xor2_1,15
[cells in the final DEF, fill, tap and decap left out, types with 2 or more instances in the layout]
master and instances:
xnor2_1 13, nand2_1 18, o21bai_1 4, xor2_1 15, o21a_1 2, o311ai_1 2
nor2_1 12, a21o_1 19, a211oi_1 3, nand2b_1 2, o221ai_1 2, o21ai_0 13
or2_2 3, clkdlybuf4s50_1 96, mux2i_1 2, a31oi_1 3, o211ai_1 3, nand4_1 8
nand3_1 10, ha_1 31, a311oi_1 2, inv_1 6, a21oi_1 29, nor3_1 4
[routing by layer]
layer | GRT usage (%) | up-vias | wire, um
met5 | 0 | - | 0
met4 | 0 | 0 | 0
met3 | 3.199 | 0 | 672
met2 | 14.62 | 52 | 2824
met1 | 11.16 | 946 | 2814
li1 | - | 1095 | -
No activity file was given, so power comes from the tool's default toggle rates.
